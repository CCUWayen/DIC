**design/flow/design.v**
```verilog
`timescale 1ns/10ps
module  SOBEL(clk,reset,busy,ready,iaddr,idata,cdata_rd,cdata_wr,caddr_rd,caddr_wr,cwr,crd,csel	);
input				clk;
input				reset;
output	reg 		busy;	
input				ready;	
output 	reg [16:0]		iaddr;
input  	[7:0]		idata;	
input	[7:0]		cdata_rd;
output	reg [7:0]		cdata_wr;
output 	[15:0]		caddr_rd;
output 	reg [15:0]	caddr_wr;
output	reg         cwr;
output              crd;
output 	reg [1:0]	csel;
parameter STATE_INIT   = 4'b0,
          STATE_REC    = 4'b1,
          STATE_SEND_X = 4'b10,
          STATE_SEND_Y = 4'b100,
          STATE_SEND_F = 4'b101,
          STATE_FIN    = 4'b11,
          STATE_SEC_REC = 4'b110,
          STATE_WAIT_1 = 4'b1000,
          STATE_WAIT = 4'b111,
          STATE_WAIT_2 = 4'b1001,
          STATE_WAIT_3 = 4'b1010,
          STATE_WAIT_4 = 4'b1011;
integer i;
reg [3:0] state;
reg [3:0] nxt_state;
reg [7:0] buffer[8:0];
reg [8:0] row;
reg [8:0] col;
reg [1:0] cnt;
reg act_cnt;
reg [16:0] base_addr;
reg nxt;
reg incr_addr;
reg incr_w_addr;
reg x;
reg data_ok;
reg [7:0]data_x;
reg [7:0]data_y;
reg signed[8:0] t1;
reg signed[9:0] t2;
reg signed[8:0] t3;
reg signed[9:0] t4;
reg signed[9:0] t5;
reg send_x;
reg send_y;
reg busyx;
wire [8:0]combine;
wire next_state;
wire [1:0] cmp_cnt;
wire nxt_col;
wire nxt_row;
wire first_row;
wire first_col;
wire last_row;
wire last_col;
wire [16:0] add_base_addr;
wire [16:0] add_i_addr1;
wire [16:0] add_i_addr2;
wire [7:0] mul1;
wire [7:0] mul2;
wire [7:0] mul3;
wire [7:0] mul4;
wire signed [8:0] add1;
wire signed [9:0] add2;
wire signed [8:0] add3;
wire signed [10:0] result;
wire [7:0] ans;
assign first_row = row == 9'b1;
assign first_col = col == 9'b1;
assign cmp_cnt   = (first_row) ? 2'b01 : 2'b10;
assign next_state = cnt == cmp_cnt;
assign nxt_col   = (next_state & first_col) | nxt;
assign nxt_row   = nxt_col & last_col;
assign last_row  = row == 9'd256; 
assign last_col  = col == 9'd257;
assign add_base_addr = (last_col & next_state) ? 17'd2:17'd1;
assign add_i_addr1 = (nxt_col & next_state) ? 17'd2 : nxt_col ? 17'd1 : 17'd258;
assign add_i_addr2 = (nxt_col & next_state) ? base_addr : nxt_col ? base_addr : iaddr;
assign mul1 = (x) ? buffer[2] : buffer[6];
assign add1 = {1'b0,buffer[8]} - {1'b0,mul1};
assign mul2 = (x) ? buffer[7] : buffer[5];
assign mul3 = (x) ? buffer[1] : buffer[3];
assign add2 = {1'b0,mul2,1'b0} - {1'b0,mul3,1'b0};
assign mul4 = (x) ? buffer[6] : buffer[2];
assign add3 = {1'b0,mul4} - {1'b0,buffer[0]};
assign result = t4 + t5; 
assign ans = result[10] ? 8'b0 : |result[10:8] ? 8'hff : result[7:0];
assign combine = {1'b0,data_x} + {1'b0,data_y};
always@(posedge clk or posedge reset) begin
    if(reset) begin
       state <= STATE_INIT; 
    end
    else begin
        state <= nxt_state;
    end
end
always@(*)begin
    nxt_state = state;
    case(state)
        STATE_INIT  :nxt_state = (ready)?STATE_WAIT_1:STATE_INIT;
        STATE_WAIT_1 :nxt_state = STATE_WAIT_2;
        STATE_WAIT_2 :nxt_state = STATE_REC;
        STATE_REC   :nxt_state = (next_state & first_col) ? STATE_SEC_REC:(next_state)?STATE_WAIT:STATE_REC;
        STATE_SEC_REC :nxt_state = (next_state) ? STATE_WAIT :STATE_SEC_REC;
        STATE_WAIT  :nxt_state =STATE_WAIT_3;
        STATE_WAIT_3:nxt_state =STATE_SEND_X;
        STATE_SEND_X:nxt_state =STATE_SEND_Y;
        STATE_SEND_Y:nxt_state =STATE_SEND_F;
        STATE_SEND_F:nxt_state =(last_row & nxt_row)?STATE_FIN :STATE_REC;
    endcase
end
always@(*) begin
    act_cnt = 1'b0;
    nxt = 1'b0;
    busyx = 1'b1;
    incr_addr = 1'b0;
    incr_w_addr = 1'b0;
    csel = 2'b0;
    x = 1'b0;
    send_x = 1'b0;
    send_y = 1'b0;
    cwr = 1'b0;
    data_ok = 1'b0;
    cdata_wr = 8'b0;
    case(state)
        STATE_INIT:begin
            busyx = 1'b0;
        end
        STATE_REC:begin
            act_cnt = 1'b1;
            incr_addr = 1'b1;
            data_ok = 1'b1;
        end
        STATE_SEC_REC:begin
            act_cnt = 1'b1;
            incr_addr = 1'b1;
            data_ok = 1'b1;
        end
        STATE_WAIT:begin
            x = 1'b1;
        end
        STATE_SEND_X:begin
            send_x = 1'b1;
            csel = 2'b1;
            cwr = 1'b1;
            cdata_wr = ans;
        end
        STATE_SEND_Y:begin
            send_y = 1'b1;
            cwr = 1'b1;
            csel = 2'b10;
            cdata_wr = ans;
        end
        STATE_SEND_F:begin
            cwr = 1'b1;
            nxt = 1'b1;
            incr_addr = 1'b1;
            incr_w_addr = 1'b1;
            csel = 2'b11;
            cdata_wr = combine[8:1] + {7'b0,combine[0]};
        end
        STATE_FIN:begin
            busyx = 1'b0;
        end
    endcase
end
always@(posedge clk or posedge reset) begin
    if(reset) begin
        col <= 9'b1;
        row <= 9'b1;
        cnt <= 2'b0;
        base_addr <= 17'd258;
        caddr_wr <= 16'd0;
        iaddr <= 17'd259;
        t1 <= 9'b0;
        t2 <= 10'b0;
        t3 <= 9'b0;
        busy <= 1'b0;
        t4 <= 10'b0;
        t5 <= 10'b0;
    end
    else begin
        col <= (nxt_row) ? 9'b1 : (nxt_col) ? col + 9'b1 : col;
        row <= (nxt_row) ? row + 9'b1 : row;
        cnt <= (nxt_row | nxt_col ) ? 2'b0: act_cnt ? cnt + 2'b1 : cnt; 
        base_addr <=  (~next_state)?base_addr : (first_row & last_col)? 17'd258  : base_addr + add_base_addr;
        caddr_wr <= (incr_w_addr) ? caddr_wr + 16'd1 : caddr_wr;
        iaddr <= (~incr_addr)?iaddr: add_i_addr1 + add_i_addr2;
        data_x <= (send_x) ? ans:data_x;
        data_y <= (send_y) ? ans:data_y;
        t1 <= add1;
        t2 <= add2;
        t3 <= add3;
        busy <= busyx;
        t4 <= t1 + t3;
        t5 <= t2;
    end
end
always@(posedge clk or posedge reset) begin
    if(reset) begin
        for(i=0;i<9;i=i+1) 
            buffer[i] <= 8'b0;
    end
    else if(nxt_row) begin
        for(i=0;i<9;i=i+1) 
            buffer[i] <= 8'b0;
    end
    else if(data_ok) begin
        if(first_row)begin
            buffer[0] <= idata;
            buffer[1] <= buffer[0];
            buffer[3] <= buffer[1];
            buffer[4] <= buffer[3];
            buffer[6] <= buffer[4];
            buffer[7] <= buffer[6];  
        end
        else begin
            buffer[0] <= idata;
            for(i=0;i<8;i=i+1) 
                buffer[i+1] <= buffer[i];
        end
    end
end
endmodule
```
**design/flow/run.sh**
```bash
#!/bin/bash
# OpenROAD 26Q1-2900-gdf79404cd8, Yosys 0.63+post, stock flow scripts
make -C /OpenROAD-flow-scripts/flow DESIGN_CONFIG=/design/flow/config.mk WORK_HOME=/design/flow/orfs finish
```
**design/flow/config.mk**
```make
export PLATFORM = sky130hd
export DESIGN_NAME = SOBEL
export DESIGN_NICKNAME = SOBEL
export VERILOG_FILES = /design/flow/design.v
export SDC_FILE = /design/flow/constraint.sdc
export NUM_CORES = 4
export LEC_CHECK = 1
export CORE_UTILIZATION = 40
```
**design/flow/constraint.sdc**
```tcl
current_design SOBEL

set clk_period 5.5
set clk_io_pct 0.2

create_clock -name clk0 -period $clk_period [get_ports {clk}]

set non_clock_inputs [all_inputs -no_clocks]
set_input_delay [expr $clk_period * $clk_io_pct] -clock clk0 $non_clock_inputs
set_output_delay [expr $clk_period * $clk_io_pct] -clock clk0 [all_outputs]
```
==> impl_metrics.tcl <==
# place-and-route summary
set metrics [dict create \
    status "completed" \
    drc 0 \
    hold_class "reg2reg" \
    path_max_fanout 4 \
    seqPwrFrac_pct 49.8 \
    vias 8529 \
    io_buffers 55 \
    synth_cell_types 74 \
    antenna_found_initial 0 \
    grt_pass1_wl_um 41600 \
    cts.reportedPaths.clkPinSlew_ns 0.06 \
    path_buffers 1 \
    p_sw_mw 0.650 \
    ys_dominant_reg_cell "dfrtp_1" \
    fmax_mhz 200 \
    die_h_um 174 \
    fin_ws_ns 0.498 \
    required_ns 4.40 \
    crit_path_max_incr_delay_ns 0.75 \
    grt_max_degree 81 \
    placed_cell_area_um2 12800 \
    critPathTopFamily "AND-OR/OR-AND gates" \
    hold_buffers 0 \
    ioPinCount 81 \
    hold-worst-slack_ns 0.346 \
    ys_cells 1217 \
    coreArea_um2 28900 \
    diodes 0 \
    fin_util_pct 46.8 \
    cellPowerDensity_nw_per_um2 238 \
    dpl.hpwl_um 16400 \
    die-width_um 174 \
    drive_above_1_share_pct 7.53 \
    fin_crit_ns 5.00 \
    setup_violations 0 \
    gp_congestion 0.875 \
    cts_resized 0 \
    avgViaCountPerCell 5.14 \
    tightest_slew_ns 0.898 \
    avgRoutedWirePerCell_um 14.6 \
    leakage_nw 6.25 \
    fin_worst_skew_ns 0.0136 \
    initCoreUtil_pct 41.0 \
    fp-row-count 62 \
    track_usage_pct 17.2 \
    layout_top_cells "dfrtp_1, nand2_1, a21oi_1, nor2_1, ha_1" \
    cts.htree.levels 1 \
    yosys_area_um2 11900 \
    p_total_mw 3.22 \
    cts_root_buffer "clkbuf_16" \
    endpoint_kind "output port" \
    warning_count 36 \
    crit_arrival_ns 3.90 \
    die_area_um2 30300 \
    drtIter0Drc 476 \
    ir_worst_vdd_uv 203 \
    yosysTopAreaCell "dfrtp_1" \
    hold_viol_final 0 \
    layout_top_cell "dfrtp_1" \
    setup_tns_ns 0 \
    syn_inst 1217 \
    synth.yosys.warnings 19 \
    syn_area_per_cell_um2 9.74 \
    internal-power_mw 2.57 \
    syn2layout_area_growth_pct 14.3 \
    drt_pass1_iterations 5 \
    ys_seq_share_pct 46.4 \
    path_class "reg2out" \
    preCtsSetupSlack_ns 1.03 \
    drv_cap 0 \
    overflow 0 \
    numPlacedInstances 1617 \
    comb_power_share_pct 1.2 \
    swShare_pct 20.2 \
    critPathLaunchType "flop" \
    stdcell_count 1659 \
    antenna_left 0 \
    synth-seq-cells 216 \
    slew_headroom_pct 39.6 \
    clkLatencyLatePin_ns 0.51 \
    cp_cell_sequence "ha_1 > a21o_1 > a21o_1 > a21oi_1 > o21ai_1 > a21oi_1 > mux2_2 > nor4_1 > a221o_1 > clkdlybuf4s50_1" \
    yosys.area.top_type_share_pct 40.5 \
    grt_pass1_vias 8171 \
    syn-cell-area_um2 11900 \
    post_cts.repair.setup_buffers 0 \
    totalWireLength_um 24200 \
    cts_buffers 24 \
    clk_path_buf_depth 3 \
    slowest_stage "nor4_1" \
    cts_tree "built" \
    report.final.slew_viol_count 0 \
    edf_count 16 \
    rsz0062_at_grt "false" \
    synthTopCellsByArea "dfrtp_1, ha_1, nand2_1" \
    synth-async-reset-ratio_pct 92.6 \
    design_area_um2 13500 \
    period_used_pct 90.9 \
    clock_sinks 216 \
    clock_power_share_pct 48.9 \
]
[sequential cells by signal, summed over array words and instances (netlist names)]
register   count
col            9
t5             9
caddr_wr      16
base_addr     17
state         11
buffer        72
t3             9
row            9
t2             9
busy           1
data_x         8
cnt            2
iaddr         17
t1             9
data_y         8
t4            10
[worst register-to-register path: cells and delay by family (launching register included)]
family,cells,cell delay (ns)
compound gates,8,1.97
fa+ha+maj,2,0.41
buf+inv,1,0.39
flops,1,0.57
simple gates,6,1.04
[kinds of logic (layout without fill, tap and decap cells)]
group,after synthesis,after routing,share of synthesized area [%]
simple gates,414,414,16.4
compound gates,249,249,13.3
flops,216,216,46.4
buf+inv,124,166,4.52
xor+xnor,79,79,5.84
fa+ha+maj,71,71,8.00
mux,63,63,5.50
other cells,1,17,0.0316
[cell type report]
type	instances	area [um^2]
sequential	216	5500
fill	2674	15400
clock buffer	37	731
multi-input combinational	893	5890
timing repair buffer	70	688
tap	384	480
clock inverter	5	52.6
inverter	54	206
[per-layer routing]
metal	vias up	routed length, um	GRT usage (%)	share of wire, %
li1	4294	-	-	-
met1	4042	12700	29.9	52
met2	169	10100	24.1	42
met3	24	1090	2.52	4.5
met4	0	334	2.38	1.4
met5	-	0	0	0
[power groups by stage]
| stage | Combinational, mW | Sequential [mW] | Clock [mW] |
|---|---|---|---|
| after CTS | 0.0428 | 1.60 | 1.62 |
| after global routing | 0.0471 | 1.60 | 1.68 |
| final | 0.0400 | 1.60 | 1.57 |
[final timing paths]
kind / cells past startpoint / endpoint / startpoint / slack (ns)
min in group asynchronous: 2 / caddr_wr[2] / reset / 1.12
max: 10 / cdata_wr[0] / t4[2] / 0.50
min: 0 / t5[4] / t2[4] / 0.35
max reg2reg: 17 / iaddr[15] / row[0] / 1.03
max in group asynchronous: 4 / base_addr[1] / reset / 3.19
min reg2reg: 0 / t5[4] / t2[4] / 0.35
[Yosys cell counts, types with 18 or more instances]
cell type    n
dfrtp_1    192
nand2_1    178
a21oi_1    112
nor2_1      90
ha_1        63
inv_1       53
mux2i_1     46
clkbuf_1    41
xnor2_1     41
xor2_1      38
nand3_1     29
o21ai_0     28
a21o_1      23
a211oi_1    19
nand4_1     18
