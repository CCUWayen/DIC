===== flow/run.sh =====
#!/bin/bash
# OpenROAD 26Q1-2900-gdf79404cd8, Yosys 0.63+post, stock flow scripts
make -C /OpenROAD-flow-scripts/flow DESIGN_CONFIG=/design/flow/config.mk WORK_HOME=/design/flow/orfs finish

===== flow/config.mk =====
export PLATFORM = sky130hd
export DESIGN_NAME = CS
export DESIGN_NICKNAME = CS
export VERILOG_FILES = /design/flow/design.v
export SDC_FILE = /design/flow/constraint.sdc
export NUM_CORES = 4
export LEC_CHECK = 1
export CORE_UTILIZATION = 40

===== flow/constraint.sdc =====
current_design CS

set clk_period 13.7
set clk_io_pct 0.2

create_clock -name clk0 -period $clk_period [get_ports {clk}]

set non_clock_inputs [all_inputs -no_clocks]
set_input_delay [expr $clk_period * $clk_io_pct] -clock clk0 $non_clock_inputs
set_output_delay [expr $clk_period * $clk_io_pct] -clock clk0 [all_outputs]

===== flow/design.v =====
`timescale 1ns/10ps
module CS(Y, X, reset, clk);
input clk, reset; 
input 	[7:0] X;
output  [9:0] Y;
parameter div = 18'b000111000111001000;
reg [7:0] buff[0:8];
reg [11:0]reg_sum;
reg flag[0:8];
wire [11:0]sum;
wire [29:0] avg;
wire tmp_flag[0:7];
wire [7:0] tmp_out[0:7];
integer i;
assign sum = reg_sum - {4'b0,buff[8]} + {4'b0,X}; 
assign avg = (sum * div);  
assign Y = ({1'b0,reg_sum} + {1'b0,{tmp_out[7],3'b0}+{4'b0,tmp_out[7]}}) >>3;
cmp c1(flag[0],flag[1],buff[0],buff[1],tmp_out[0],tmp_flag[0]);
cmp c2(flag[2],flag[3],buff[2],buff[3],tmp_out[1],tmp_flag[1]);
cmp c3(flag[4],flag[5],buff[4],buff[5],tmp_out[2],tmp_flag[2]);
cmp c4(flag[6],flag[7],buff[6],buff[7],tmp_out[3],tmp_flag[3]);
cmp c5(tmp_flag[0],tmp_flag[1],tmp_out[0],tmp_out[1],tmp_out[4],tmp_flag[4]);
cmp c6(tmp_flag[2],tmp_flag[3],tmp_out[2],tmp_out[3],tmp_out[5],tmp_flag[5]);
cmp c7(tmp_flag[4],tmp_flag[5],tmp_out[4],tmp_out[5],tmp_out[6],tmp_flag[6]);
cmp c8(tmp_flag[6],flag[8],tmp_out[6],buff[8],tmp_out[7],tmp_flag[7]);
always@(posedge clk or posedge reset) begin
    if(reset)begin
        for(i=0;i<9;i=i+1) begin
            buff[i] <= 8'b0;
            flag[i] <= 1'b0;
        end
    end
    else begin
        buff[0] <= X;
        flag[0] <= X > avg[25:18];
        for(i=1;i<9;i=i+1) begin
            buff[i] <= buff[i-1];
            flag[i] <= buff[i-1] >avg[25:18];
        end
    end
end
always@(posedge clk or posedge reset) begin
    if(reset) begin
        reg_sum <= 12'b0;
    end
    else begin
        reg_sum <= sum;
    end
end
endmodule
module cmp(
    input valid1,
    input valid2,
    input [7:0] num1,
    input [7:0] num2,
    output reg [7:0] win,
    output valid 
);
wire lar = num1 > num2;
assign valid = valid1 & valid2;
always@(*) begin
    case({valid1,valid2})   
        2'b00:begin
            win = lar ? num1:num2;
        end
        2'b01:begin
            win = num1;
        end
        2'b10:begin
            win = num2;
        end
        2'b11:begin
            win = num1;
        end
    endcase
end
endmodule

==> notes.md <==
yosys + openroad results -> status complete, no violations, DRT antenna net count 0, number of hold violations in the final report 0, Post-synth ARST share 100%, Ys Warns 6, average via count per standard cell 5.12, proportion of synthesized chip area in sequential cells 23.8%, critical path class register to output pin, arrival time reported for the critical path endpoint 10.16 ns, Fin Hold WS 0.431 ns, vias in the first global route 7002, Tool Warnings 28, routability congestion estimate from global placement 0.884, number of CTS-inserted buffers 9, Overall Global Routing Usage 19.7%, Antenna Diode Count 0, final clock skew 0.0158 ns, global-route wire length before repair 36600 µm, unrepaired setup endpoints after global routing false, capturing element type of the critical path output pin, number of enable-type register cells in the synthesized netlist 0, top fanout value on the critical path 6, maximum root-to-sink buffer count 2, Top cell by count, worst path ha_1, destination of the critical timing path Y[6], area of the core 23800 µm², count of clock tree sinks 93, maxcap violations 0, buffer cell driving the clock tree root clkbuf_16, Total Wirelength 21700 µm, utilization of the core after routing 45.8%, remaining global-route overflow 0, tally of buffers added on design ports 19, Die Ht 158 µm, DP Worst Slack 0.677 ns, average wire length per cell after detail routing 15.7 µm, maximum number of pins on one net before global-route repair 49, critical register-to-register path endpoint flag[8]$_DFF_PP0_, Worst Reg2Reg Path Length in Cells 38, aggregate negative setup slack 0 ns, total number of vias 7052, post-route fraction of the period consumed by the critical path 94.2%, number of placement rows 56, clock tree from TritonCTS done, synthesized flop and latch total 93, Fmax 0.0775 GHz, share of final-layout standard cells stronger than drive strength 1 7.08%, worst reg2reg path startpoint reg_sum[1]$_DFF_PP0_, placed cell areas 10500 µm², Slew headroom 56.9%, clk latency late pin 0.36 ns, Worst setup startpoint buff[2][1]$_DFF_PP0_, DRT iter0 DRCs 284, DRC errors left 0, cell with the largest stage delay on the worst path clkdlybuf4s50_1, total setup violations reported at the end of the flow 0, final instance area 10900 µm², chip area estimate from yosys synthesis 9790 µm², number of H-tree levels 3, Unique cell types 64, post-synthesis average cell area 9.76 µm², layout overhead on the synthesized area 11.2%, Required @ worst endpoint 10.96 ns, number of antenna violations at the first check in global routing 0, number of filler instances in the final layout 2215, type of the worst min-delay path register to register, hpwl dp 17600 µm, post-synthesis cell count from yosys 1003, number of detailed-routing iterations run before antenna repair 4, Most common reg cell dfrtp_1, setup slack of the worst register-to-register path 4.62 ns, floorplan-stage core utilization 41.2%, highest cell delay on the worst timing path 0.48 ns, final number of max-transition violations 0, type of origin of the critical path register, final critical-path setup slack 0.800 ns, die span in x 158 µm, Period minus WS final 12.90 ns, cell area after synthesis 9790 µm², Top-Level Pins 20, count of mapped cells out of synthesis 1003, register clock-pin slew on the reported worst setup and hold paths 0.07 ns, slew at the pin with the worst max-slew slack 0.642 ns, Die ar. 25100 µm²
## state kept, by name (all words and copies together), names as in the netlist
| register | count |
|---|---|
| flag | 9 |
| reg_sum | 12 |
| buff | 72 |
## cell type report
| class | instances | area [µm²] | share of cell area, % |
|---|---|---|---|
| multi-input cells | 729 | 6800 | 62.4 |
| flip-flops and latches | 93 | 2330 | 21.4 |
| inverters | 179 | 674 | 6.20 |
| well taps | 319 | 399 | 3.67 |
| repair buffers | 42 | 375 | 3.45 |
| clock buffers | 11 | 243 | 2.23 |
| clock inverters | 5 | 71.3 | 0.655 |
## per-stage QoR
step | std cells
after floorplan | 1003
after global placement | 1357
after detailed placement | 1357
after CTS | 1373
after global routing | 1378
final | 1378
## how the worst min path moves through the flow
| stage | from | endpoint | slack [ns] | cells after the start |
|---|---|---|---|---|
| 4_1_cts | buff[3][7]$_DFF_PP0_ | buff[4][7]$_DFF_PP0_ | 0.43 | 0 |
| 5_1_grt | buff[3][7]$_DFF_PP0_ | buff[4][7]$_DFF_PP0_ | 0.45 | 0 |
| 6_report | buff[2][0]$_DFF_PP0_ | buff[3][0]$_DFF_PP0_ | 0.43 | 0 |
## Yosys cell counts (22+ instances only)
master   instances  area share, %
a21oi_1         57            2.9
ha_1           228             29
xnor2_1         23            2.1
mux2i_1         34            3.5
o21ai_0         22            1.1
a21o_1          33            2.5
nand2_1         26            1.0
nor2_1          44            1.7
o21a_1          29            2.2
inv_1          179            6.9
dfrtp_1         93             24
fa_1            41            8.4
## kinds of logic after synthesis
kind of cell | synth area share (%)
AND-OR/OR-AND | 14.2
multiplexers | 4.59
adder cells (fa/ha/maj) | 37.6
flip-flops | 23.8
buffers and inverters | 6.94
AND/OR/NAND/NOR | 9.94
XOR/XNOR | 2.94
## per-layer routing
metal,GRT usage (%),share of wire (%),vias up
li1,-,-,3598
met1,30.6,50,3343
met2,30.3,44,87
met3,3.05,3.5,24
met4,2.79,1.9,0
met5,0,0,-
## critical path: cells and delay by family, from the launching register on
family | cells | cell delay, ns
AND-OR/OR-AND | 22 | 3.88
adder cells (fa/ha/maj) | 6 | 1.75
AND/OR/NAND/NOR | 11 | 1.40
multiplexers | 3 | 1.04
buffers and inverters | 6 | 0.93
flip-flops | 1 | 0.45
XOR/XNOR | 2 | 0.33
## cells in the final DEF (no fill, tap or decap), types with 4 or more instances in the layout
master | Yosys | final
a211oi_1 | 9 | 9
a21o_1 | 33 | 33
a21oi_1 | 57 | 57
a31oi_1 | 4 | 4
and3_1 | 7 | 7
and4_1 | 4 | 4
buf_4 | 0 | 22
clkbuf_16 | 0 | 9
clkdlybuf4s50_1 | 0 | 19
dfrtp_1 | 93 | 93
fa_1 | 41 | 41
ha_1 | 228 | 228
inv_1 | 179 | 178
mux2_2 | 7 | 7
mux2i_1 | 34 | 33
nand2_1 | 26 | 26
nand2b_1 | 16 | 16
nand3_1 | 14 | 14
nand4_1 | 19 | 19
nor2_1 | 44 | 44
nor2_2 | 5 | 4
nor2b_1 | 17 | 17
nor3_1 | 7 | 7
o211ai_1 | 8 | 8
o21a_1 | 29 | 29
o21ai_0 | 22 | 21
o21bai_1 | 14 | 14
o22ai_1 | 4 | 4
xnor2_1 | 23 | 23
xor2_1 | 8 | 8
## repair_timing
item,in CTS,in global routing
hold buffers,0,0
buffers inserted,0,5
endpoints found under the setup margin,0,9
gates resized,0,3
