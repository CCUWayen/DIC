$ cat ./config.mk
export PLATFORM = sky130hd
export DESIGN_NAME = RC4
export DESIGN_NICKNAME = RC4
export VERILOG_FILES = /design/flow/design.v
export SDC_FILE = /design/flow/constraint.sdc
export NUM_CORES = 4
export LEC_CHECK = 1
export CORE_UTILIZATION = 40
$ cat ./constraint.sdc
current_design RC4

set clk_period 28.3
set clk_io_pct 0.2

create_clock -name clk0 -period $clk_period [get_ports {clk}]

set non_clock_inputs [all_inputs -no_clocks]
set_input_delay [expr $clk_period * $clk_io_pct] -clock clk0 $non_clock_inputs
set_output_delay [expr $clk_period * $clk_io_pct] -clock clk0 [all_outputs]
$ cat ./design.v
`timescale 1ns/10ps
module RC4(clk,rst,key_valid,key_in,plain_read,plain_in_valid,plain_in,plain_write,plain_out,cipher_write,cipher_out,cipher_read,cipher_in,cipher_in_valid,done);
    input clk,rst;
    input key_valid,plain_in_valid,cipher_in_valid;
    input [7:0] key_in,cipher_in,plain_in;
    output done;
    output plain_write,cipher_write,plain_read,cipher_read;
    output [7:0] cipher_out,plain_out;
parameter STATE_IDLE = 3'b0,
          STATE_KEY  = 3'b1,
          STATE_FIN  = 3'b10,
          STATE_PLA  = 3'b11,
          STATE_CIP  = 3'b100;
reg [2:0] state;
reg [2:0] nxt_state;
reg [7:0] key[31:0];
reg [7:0] box[63:0];
reg [5:0] counter;
reg key_valid_latch;
reg box_ready;
reg latch_64;
reg plain_read;
reg plain_write;
reg plain_ready;
reg cnt;
reg done;
reg cipher_write;
reg [7:0] cipher_out;
reg cipher_read;
wire key_ready;
wire box_activate;
reg [5:0] box_index;
reg [7:0]plain_out;
wire [5:0] key_source;
wire [5:0] box_index_cmp;
wire [5:0] index_i;
wire [5:0] index_j;
wire [5:0] mul_index;
wire [5:0] final_index;
wire first_plain;
wire first_cipher;
reg [5:0] index_j_reg;
reg plain_ready_reg;
reg cipher_ready_reg;
reg cnt_write;
reg cipher_ready;
wire same_i;
wire same_j;
reg cnt_cipher;
reg plain_fin_reg;
reg plain_fin;
integer i;
assign key_ready = key_valid_latch & key_valid;
assign box_index_cmp = box_index + box[counter][5:0] + key_source; 
assign key_source = (box_ready)? key[0][5:0] : key_in[5:0];
assign box_activate = key_ready | box_ready;
assign index_i = counter + 6'b1;
assign index_j = index_j_reg + box[index_i]; 
assign mul_index = box[index_i] + box[index_j];
assign first_plain = plain_ready & ~plain_ready_reg;
assign first_cipher = cipher_ready & ~cipher_ready_reg;
assign same_i = mul_index == index_i;
assign same_j = mul_index == index_j;
assign final_index = (same_i)? index_j:
                     (same_j)? index_i:
                               mul_index;
always@(posedge clk or posedge rst) begin
    if(rst)
        state <= STATE_IDLE;
    else 
        state <= nxt_state;
end
always@(*) begin
    case(state)
        STATE_IDLE: nxt_state = (key_ready)?STATE_KEY:STATE_IDLE;
        STATE_KEY : nxt_state = ~(counter == 6'b111111)?STATE_KEY:
                                 (plain_fin_reg)? STATE_CIP:STATE_PLA;
        STATE_PLA : nxt_state = (plain_in_valid)?STATE_PLA:STATE_KEY;
        STATE_CIP : nxt_state = (cipher_in_valid)?STATE_CIP:STATE_FIN;
        STATE_FIN : nxt_state = STATE_IDLE;
        default   : nxt_state = STATE_FIN;
    endcase
end
always@(*) begin
    box_ready = 1'b0;
    plain_ready = 1'b0;
    plain_read = 1'b0;
    plain_write = 1'b0;
    done = 1'b0;
    cipher_read = 1'b0;
    cipher_write = 1'b0;
    cipher_ready = 1'b0;
    plain_fin = 1'b0;
    case(state)
        STATE_KEY: begin
            box_ready = counter[5] | plain_fin_reg;
        end
        STATE_PLA: begin
            plain_read = 1'b1;
            plain_ready = 1'b1;
            cipher_write = cnt_write;
            plain_fin = ~plain_in_valid;
        end
        STATE_CIP: begin
            cipher_read = 1'b1;
            cipher_ready = 1'b1;
            plain_write = cnt_cipher;
        end
        STATE_FIN: begin
            done = 1'b1;
        end
    endcase
end
always@(posedge clk) begin
    plain_out = cipher_in ^ box[final_index];
    cipher_out = plain_in ^ box[final_index];
end
always@(posedge clk or posedge rst) begin
    if(rst) begin
        key_valid_latch <= 1'b0;
        counter <= 6'b0;
        box_index <= 6'b0;
        index_j_reg <= 6'b0;
        plain_ready_reg <= 1'b0;
        cipher_ready_reg <= 1'b0;
        cnt_write <= 1'b0;
        cnt_cipher <= 1'b0;
        plain_fin_reg <= 1'b0;
    end
    else begin
        key_valid_latch <= key_valid;
        counter <=(box_activate|(plain_ready & plain_in_valid) | cipher_ready)? counter + 6'b1:6'b0;
        box_index <=(box_activate)?box_index_cmp[5:0]:6'b0;
        index_j_reg <= (plain_ready & ~plain_in_valid)?6'b0:(plain_ready | cipher_ready)?index_j : index_j_reg;
        plain_ready_reg <= plain_ready;
        cipher_ready_reg <= cipher_ready;
        cnt_write <= (cnt_write | first_plain); 
        cnt_cipher <= (cnt_cipher | first_cipher);
        plain_fin_reg <= (plain_fin_reg | plain_fin);
    end
end
always@(posedge clk) begin
    key[31] <= (key_ready)? key_in:
               (box_ready)? key[0]:
                            key[31];
    for(i=31;i>0;i=i-1) 
        key[i-1] <= (box_activate)?key[i] :  key[i-1];
end
always@(posedge clk or posedge rst) begin
    if(rst) begin
        for(i=0;i<64;i=i+1)
            box[i] <= i;
    end
    else if(plain_ready & ~plain_in_valid) begin
        for(i=0;i<64;i=i+1)
            box[i] <= i;
    end
    else if (box_activate) begin
        box[counter] <= box[box_index_cmp];
        box[box_index_cmp] <= box[counter];
    end
    else if(plain_ready  | cipher_ready) begin
        box[index_i] <= box[index_j];
        box[index_j] <= box[index_i];
    end
end
endmodule
$ cat ./run.sh
#!/bin/bash
# OpenROAD 26Q1-2900-gdf79404cd8, Yosys 0.63+post, stock flow scripts
make -C /OpenROAD-flow-scripts/flow DESIGN_CONFIG=/design/flow/config.mk WORK_HOME=/design/flow/orfs finish
==> reports/results.ini <==
[run_status]
status = stopped before the end
stop_stage = global routing
firstError = [ERROR GRT-0116] Global routing finished with congestion. Check the congestion regions in the DRC Viewer.

[global_route]
grt_pass1_wl_mm = 1036
grt_max_degree = 114
grt_pass1_vias = 100000
grt_use_total_pct = 98.64
gr-total-overflow = 6408

[placement]
globalplace.congestion = 1.510
dpl.cell_count = 10090
dp_hpwl_mm = 456.0
io_buffers = 47

[die]
row_count = 144
fp.dieH_um = 396.0
pin_count = 50
die_w_um = 396.0
fp_util_pct = 40.32

[clock_tree]
htree_num_levels = 3
ctsLongestPathBuffers = 3
postCtsHoldBufs = 0
cts_inserted_buffers = 91
clockRootBuffer = clkbuf_16
clkSinkCount = 749
post_cts_buffers = 0
ctsResizeCount = 0

[yosys]
yosysChipArea_mm2 = 0.06210
syn_area_per_cell_um2 = 7.808
area_leaders = dfrtp_1 (14%), a22oi_1 (9.4%), edfxtp_1 (9.3%)
edf_count = 192
syn_inst = 7954
synth_warnings = 3
top_cell_area_share_pct = 14.02
syn-cell-area_mm2 = 0.06210
ys_seq_share_pct = 31.99
ys_cells = 7954
ys_types = 113
synthFlopType = dfrtp_1
synthArstFlopShare_pct = 72.23
synth_flops = 749
top_area_cell = dfrtp_1

logic make-up after synthesis:
| logic type | share of synthesized area [%] |
|---|---|
| muxes | 7.805 |
| xor gates and xnor gates | 0.8482 |
| AOI/OAI and AO/OA | 34.59 |
| DFF | 31.99 |
| buffers and inverters | 5.587 |
| adders and majority gates | 0.6407 |
| and+or+nand+nor | 18.54 |
per-layer routing:
metal  GRT usage [%]  GRT overflow
met1           97.58           944
met2           105.7          3118
met3           94.68           860
met4           94.97          1367
met5           85.34           119
cells in the mapped netlist (all sizes together) (49+ instances only):
library cell  count
or3              52
dfstp           193
and3             49
a22oi           779
nand3           218
inv              72
o22ai           178
a22o            201
a32oi            59
clkbuf          669
buf             146
mux2i           458
o311ai           53
edfxtp          192
nand2           998
a31oi            75
a21oi           298
a222oi           53
a221oi          232
dfrtp           348
nor2            757
o21ai           930
nor3            180
nand4           187
metrics by stage:
step | utilization, % | worst slack, ns | area (um^2)
after floorplan | - | 7.837 | 62100
after detailed placement | 45.57 | 8.797 | 70210
after global placement | 45.57 | 8.942 | 70210
after CTS | 47.64 | 8.597 | 73390
